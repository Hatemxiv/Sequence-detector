**design/flow/run.sh**
```bash
#!/bin/bash
# OpenROAD 26Q1-2900-gdf79404cd8, Yosys 0.63+post, stock flow scripts
make -C /OpenROAD-flow-scripts/flow DESIGN_CONFIG=/design/flow/config.mk WORK_HOME=/design/flow/orfs finish
```
**design/flow/config.mk**
```make
export PLATFORM = sky130hd
export DESIGN_NAME = piso
export DESIGN_NICKNAME = piso
export VERILOG_FILES = /design/flow/design.v
export SDC_FILE = /design/flow/constraint.sdc
export NUM_CORES = 4
export LEC_CHECK = 1
export CORE_UTILIZATION = 30
```
**design/flow/constraint.sdc**
```tcl
current_design piso

set clk_period 5.0
set clk_io_pct 0.2

create_clock -name clk0 -period $clk_period [get_ports {clk}]

set non_clock_inputs [all_inputs -no_clocks]
set_input_delay [expr $clk_period * $clk_io_pct] -clock clk0 $non_clock_inputs
set_output_delay [expr $clk_period * $clk_io_pct] -clock clk0 [all_outputs]
```
**design/flow/design.v**
```verilog
module piso(in, load,reset ,clk, serial_out);
input [15:0]in;
input load , reset,clk;
output reg serial_out;
integer i=0;
always@(posedge clk, negedge reset)
begin
if (~reset)
	begin
	serial_out=0;
	i=0;
	end
	else if(load&&(i<16))
	begin
	serial_out=in[i];
	i=i+1;
	end
	end
endmodule 
```
==> summary.rpt <==
=== SYNTHESIS / PLACE & ROUTE SUMMARY ===
----------------------------------------------------
[Status]
  Run status ........................ finished, final reports clean

[Final layout]
  Final design utilization ........................ 0.3819
  Multi-input logic area ........................ 913.4 um^2
  Ratio of cells with drive above 1 in the final layout ........................ 0.1413
  Reg area ........................ 825.8 um^2
  Layout overhead on the synthesized area ........................ 19.75%
  Fill count ........................ 539

[Yosys]
  Netlist cell types ........................ 36
  Flops out of synthesis ........................ 33
  Warnings, synthesis ........................ 1
  Most frequently used cell type in the post-synthesis netlist ........................ sky130_fd_sc_hd__dfrtp_1
  Most frequent cells after synthesis ........................ 33 x sky130_fd_sc_hd__dfrtp_1, 16 x sky130_fd_sc_hd__xnor2_1, 14 x sky130_fd_sc_hd__nand4_1, 14 x sky130_fd_sc_hd__xor2_1, 12 x sky130_fd_sc_hd__nand3_1
  Most used flip-flop cell after synthesis ........................ sky130_fd_sc_hd__dfrtp_1
  Yosys-reported design area after synthesis ........................ 1799 um^2
  Top area contributor share ........................ 0.4590
  Area of the mapped netlist ........................ 1799 um^2
  Count of flip-flops with a built-in enable after synthesis ........................ 0
  Post-synth ARST share ........................ 1.000
  Biggest area contributors in the synthesized netlist ........................ sky130_fd_sc_hd__dfrtp_1 46%, sky130_fd_sc_hd__xnor2_1 7.8%, sky130_fd_sc_hd__xor2_1 6.8%
  Part of the Yosys area used for sequential elements ........................ 0.4590
  Cell count listed in synth_stat.txt ........................ 164
  Cell type with the largest total area ........................ sky130_fd_sc_hd__dfrtp_1
  Number of instances in the synthesized netlist ........................ 164
  Per-instance average area after synthesis ........................ 10.97 um^2

[Run]
  Tool Warnings ........................ 25
  Max cap viols ........................ 0

[Worst setup path]
  Worst path arrival time ........................ 2.79 ns
  CP required ........................ 5.20 ns
  WS Path Type ........................ in -> reg
  CP Capture Type ........................ register
  Cell-by-cell listing of the critical path ........................ clkdlybuf4s50_1, nor4b_2, and4b_1, a21oi_2, nor3_1, a41oi_1
  Crit start category ........................ input port
  Largest stage delay on the critical path ........................ 0.57 ns
  Number of buffers and inverters on the critical path ........................ 1
  Worst path depth ........................ 6
  Reg2Reg Launch Point ........................ i[4]
  Kind of cell adding the most delay to the critical path ........................ AND-OR/OR-AND gates
  Cell at the slowest stage of the critical path ........................ sky130_fd_sc_hd__a21oi_2
  Reg-to-reg critical path endpoint ........................ i[31]
  FF-to-FF setup slack ........................ 3.04 ns
  Logic depth of the worst register-to-register path ........................ 5
  Largest fanout on the critical path ........................ 13

[Floorplanning]
  Count of standard-cell rows ........................ 27
  Height of the die ........................ 79.45 um
  I/O pin cnt ........................ 20
  Starting utilization of the core area ........................ 0.3189
  Die Area ........................ 6312 um^2
  Placeable core region ........................ 5642 um^2
  Die width ........................ 79.45 um

[Timing]
  Setup Total Neg Slack ........................ 0 ns
  Transition time of the tightest slew-check pin ........................ 0.7174 ns
  Period utilisation layout ........................ 0.5197
  Unrepaired setup endpoints after global routing ........................ no
  Final Worst Setup Slack ........................ 2.402 ns
  Worst clock skew on the final layout ........................ 0.007601 ns
  Post-route minimum period ........................ 2.598 ns
  Relative slew slack ........................ 0.5217
  Final Hold Violating Endpoints ........................ 0
  Total of endpoints with negative setup slack in the final report ........................ 0
  Final number of max-transition violations ........................ 0
  Highest clock frequency the design can meet ........................ 384.8 MHz

[Placed design]
  IO Port Bufs ........................ 19
  Pre-CTS WS ........................ 2.098 ns
  Final estimated routing congestion in global placement ........................ 0.8034
  HPWL Detailed ........................ 2.514 mm

[Global routing]
  All-layer global routing usage ........................ 0.1289
  Overflow after GRT ........................ 0
  First-pass GRT wire length ........................ 6.216 mm
  Pin count of the biggest net entering global routing ........................ 34
  Vias in the first global route ........................ 1266
  Number of antenna violations at the first check in global routing ........................ 0

[Power]
  Leakage power ........................ 0.9331 nW
  Pwr per Cell Area ........................ 363.7 nW/um^2
  Power, Total ........................ 0.7836 mW
  Maximum vdd ir drop ........................ 0.0001972 V

[Drt]
  First-iteration detailed-routing DRC count ........................ 57
  Post-detailed-route count of antenna-violating nets ........................ 0
  Pre-Repair DR Iteration Count ........................ 4
  Wire length per cell after detailed routing ........................ 13.66 um
  # diodes ........................ 0
  Sum of routed wire length over all layers ........................ 3.498 mm
  Total DRC errors in the routed layout ........................ 0
  Total number of vias ........................ 1304
  Via-to-Cell Ratio ........................ 5.094

[Clock network]
  Clock Latency Late Sink ........................ 0.28 ns
  CTS tree ........................ built
  Cts hold-fix bufs ........................ 0
  Bufs on Longest Clock Path ........................ 2
  Clock transition at the registers of the reported paths ........................ 0.07 ns
  Clock sink count ........................ 33
  Setup bufs post-CTS ........................ 0
  Depth of the CTS H-tree ........................ 2
  Clock buffer count from CTS ........................ 5
  Post-CTS Resized ........................ 0
  CTS Root Buffer Type ........................ sky130_fd_sc_hd__clkbuf_8

[Min path]
  Hold Startpoint ........................ i[28]
  Number of cells traversed by the worst hold path ........................ 1
  Worst Hold Class ........................ reg -> reg
  Worst min-delay path endpoint ........................ i[28]

----------------------------------------------------
-- placed cells by master (no fill, tap or decap), types with 2 or more instances in the layout --
cell and count:
sky130_fd_sc_hd__xor2_1 14, sky130_fd_sc_hd__nor2_1 8, sky130_fd_sc_hd__inv_1 3, sky130_fd_sc_hd__and4_2 2, sky130_fd_sc_hd__nand4_1 14, sky130_fd_sc_hd__xnor2_1 16, sky130_fd_sc_hd__clkdlybuf4s50_1 19, sky130_fd_sc_hd__mux4_2 4
sky130_fd_sc_hd__and3_1 4, sky130_fd_sc_hd__clkbuf_8 6, sky130_fd_sc_hd__nor3_1 10, sky130_fd_sc_hd__nand3_1 12, sky130_fd_sc_hd__nand2_1 9, sky130_fd_sc_hd__dfrtp_1 33, sky130_fd_sc_hd__nor4_2 2, sky130_fd_sc_hd__nor4_1 6
-- logic make-up after synthesis --
logic type / count (synthesis) / synth area share
fa+ha+maj: 1 / 0.006953
compound gates: 6 / 0.02573
simple gates: 77 / 0.2670
buf+inv: 11 / 0.03338
xor+xnor: 30 / 0.1460
mux: 6 / 0.06189
flops: 33 / 0.4590
-- sequential cells by signal, summed over array words and instances (netlist names) --
signal and count:
i 32, serial_out 1
-- per-layer routing --
metal | share of wire | vias to the layer above | GRT usage
met5 | 0 | - | 0
met4 | 0.015 | 0 | 0.01818
met3 | 0.030 | 7 | 0.02088
met2 | 0.44 | 18 | 0.1880
met1 | 0.52 | 635 | 0.2100
li1 | - | 644 | -
-- how the worst max path moves through the flow --
stage	end	start	slack [ns]
5_1_grt	i[31]	load	2.32
6_report	i[31]	load	2.40
4_1_cts	i[31]	load	2.42
-- worst reg2reg max path: stages, from the launching register on --
cell and delay (ns):
sky130_fd_sc_hd__dfrtp_1 0.48, sky130_fd_sc_hd__nor4_1 0.10, sky130_fd_sc_hd__and4_2 0.27, sky130_fd_sc_hd__a21oi_2 0.59
sky130_fd_sc_hd__nor3_1 0.19, sky130_fd_sc_hd__a41oi_1 0.24
-- cell type report --
| class | instances | share of cell area |
|---|---|---|
| clock inverters | 1 | 0.01394 |
| flip-flops and latches | 33 | 0.3833 |
| multi-input cells | 120 | 0.4239 |
| repair buffers | 20 | 0.09175 |
| clock buffers | 7 | 0.04007 |
| inverters | 3 | 0.005226 |
| well taps | 72 | 0.04181 |
-- report_power, final --
| part | total (mW) | leakage, nW | switching [mW] | internal, mW |
|---|---|---|---|---|
| clock | 0.258 | 0.0585 | 0.0952 | 0.162 |
| sequential | 0.358 | 0.438 | 0.0624 | 0.296 |
| combinational | 0.168 | 0.437 | 0.0701 | 0.0978 |
| total | 0.784 | 0.933 | 0.228 | 0.556 |
-- per-stage QoR --
step	cell area, um^2	hold WS (ns)	cells
2_1_floorplan	1799	0.4558	164
3_3_place_gp	2038	0.4857	248
3_5_place_dp	2038	0.4759	248
4_1_cts	2155	0.4878	256
5_1_grt	2155	0.5014	256
6_report	2155	0.4883	256
Power and IR drop assume default switching activity.
