==> ./design.v <==
module EvenOdd (count,a,b, result,carry_out);
input [2:0] count;
input [15:0] a,b;
output reg [15:0] result;
output reg carry_out;
always @ (*)
begin
	if(count[0])
	{carry_out,result}=a+b;
	else
	{carry_out,result}=a&b;
end
endmodule
==> ./run.sh <==
#!/bin/bash
# OpenROAD 26Q1-2900-gdf79404cd8, Yosys 0.63+post, stock flow scripts
make -C /OpenROAD-flow-scripts/flow DESIGN_CONFIG=/design/flow/config.mk WORK_HOME=/design/flow/orfs finish
==> ./config.mk <==
export PLATFORM = sky130hd
export DESIGN_NAME = EvenOdd
export DESIGN_NICKNAME = EvenOdd
export VERILOG_FILES = /design/flow/design.v
export SDC_FILE = /design/flow/constraint.sdc
export NUM_CORES = 4
export LEC_CHECK = 1
export CORE_AREA = 10 10 88 88
export DIE_AREA = 0 0 98 98
==> ./constraint.sdc <==
current_design EvenOdd

set clk_period 6.0
set clk_io_pct 0.2

create_clock -name clk0 -period $clk_period

set non_clock_inputs [all_inputs -no_clocks]
set_input_delay [expr $clk_period * $clk_io_pct] -clock clk0 $non_clock_inputs
set_output_delay [expr $clk_period * $clk_io_pct] -clock clk0 [all_outputs]
==> metrics.log <==
[flow] summary of implementation run
[metrics] largest fanout on the critical path: 3
[metrics] area growth from synthesis to layout: 55.6%
[metrics] flip-flop and latch count: 0
[metrics] worst relative slew slack: a little under 70%
[metrics] Core ar.: 5920 sq um
[metrics] tightest hold margin: 3.56 ns
[metrics] drt pass-1 iters: 4
[metrics] number of cells in the yosys synthesis report: 140
[metrics] Slowest-stage cell, CP: clkdlybuf4s50_1
[metrics] count of max-cap constraint violations: 0
[metrics] Total Wirelength: 3.40 mm
[metrics] count of clock buffers in the final design: 0
[metrics] highest cell delay on the worst timing path: about 0.55 ns
[metrics] cts repair resizes: 0
[metrics] post-synthesis sequential area ratio: 0%
[metrics] CTS Hold Bufs: 0
[metrics] max-slew violations: 0
[metrics] total area of sequential cells: 0 sq um
[metrics] Initial DRC Count: 38
[metrics] crit path DRT: around 4.8 ns
[metrics] detail-routed net length per standard cell: 13.1 um
[metrics] y dimension of the die: a little under 100 um
[metrics] type of the setup path with the least slack: input port to output pin
[metrics] dominant cells by area after synthesis: ha_1 (19%), a21oi_1 (7.7%), mux2_2 (6.5%)
[metrics] run status: complete, no violations
[metrics] area figure in the yosys stat output: 1040 sq um
[metrics] slew at the pin closest to its max-slew limit: 0.475 ns
[metrics] drt via density: 4.74
[metrics] final routed DRC violation total: 0
[metrics] met3 wire length: 219 um
[metrics] global-route wire length before repair: 5.68 mm
[metrics] number of antenna violations at the first check in global routing: 0
[metrics] Placement Setup Slack: between 0.8 and 0.9 ns
[metrics] startpoint type of the worst setup path: input port
[metrics] overflow left after global routing: 0
[metrics] Crit. path cell count: 9
[metrics] syn avg cell area: 7.40 sq um
[metrics] Commonest cells post-synth: a21oi_1 (16), ha_1 (16), nand2_1 (12)
[metrics] final core occ: 27.2%
[metrics] min Tclk post-route: 5.10 ns
[metrics] chip width: around 98 um
[metrics] area of the die: 9600 sq um
[metrics] routed length on met2: 1.60 mm
[metrics] hold violation count in the final report: 0
[metrics] half-perimeter wire length of the detailed placement result: about 2.9 mm
[metrics] IO Port Bufs: 50
[metrics] Largest delay share family, worst path: AND-OR/OR-AND gates
[metrics] routability-driven placement congestion ratio: between 0.7 and 0.8
[metrics] Power Dens Cells: roughly 97 nW/um^2
[metrics] highest layer used for signal routing: met3
[metrics] Cell Area, Synth: 1040 sq um
[metrics] worst path cell trace: clkdlybuf4s50_1 -> ha_1 -> fa_1 -> a21oi_1 -> o211a_1 -> o21ai_2 -> a2111o_1 -> o311ai_0 -> clkdlybuf4s50_1
[metrics] # setup viols final: 0
[metrics] crit-path most repeated cell: clkdlybuf4s50_1
[metrics] Sum Neg Setup Slack: 0 ns
[metrics] number of global-route vias before repair: 1,222
[metrics] buffer and inverter count on the worst path: 2
[metrics] Post-Synthesis Cells: about 140
[metrics] data arrival time of the critical path: around 3.9 ns
[metrics] Tcrit/Tclk final: between 80 and 90%
[metrics] fill cell instance count of the final layout: 628
[metrics] element type at the critical path end: output pin
[metrics] hold worst-path end: result[0]
[metrics] Final ANT Viol Nets: 0
[metrics] worst hold path type: input port to output pin
[metrics] fraction of post-synthesis cell area in the top cell type by area: between 10% and 20%
[metrics] largest net degree at the start of global routing: 24
[metrics] starting utilization of the core area: between 10% and 20%
[metrics] Unique masters post-synth: between 40 and 50
[metrics] unrepaired setup endpoints after global routing: no
[metrics] Cell Rows: 28
[metrics] Max IR drop VDD: 0.0000332 V
[metrics] leakage power summed over all cells: 0.639 nW
[metrics] YS warnings: 1
[metrics] Ant. Diodes: 0
[metrics] number of instances on the worst hold path: 4
[metrics] maximum frequency from static timing analysis: ~200 MHz
[metrics] minimum setup slack in the final design: approximately 0.9 ns
[metrics] Synth area leader: ha_1
[metrics] via count: 1,233
[metrics] HP Start: b[0]
[metrics] count of buffers added by post-CTS timing repair for setup: 0
[metrics] I/O pins: 52
[metrics] total track usage: 6.63%
[metrics] combined area of the multi-input logic cells: slightly below 1000 sq um
[metrics] overall power after layout: 0.000156 W
[metrics] stage-log warning count: 34
[metrics] share of post-route cells with drive strength above 1: between 6 and 7%
[metrics] met1 WL: 1.59 mm
==> layer usage <==
metal  up-vias  global-route usage [%]
met4         0                       0
met5         -                       0
met2        29                    11.4
met1       562                    8.84
met3         0                    1.28
li1        642                       -
==> layout by cell type, fill, tap and decap left out, drive strengths merged, types with 3 or more instances in the layout <==
master,n
a311o,3
clkdlybuf4s50,50
a21oi,16
mux2,6
nor2b,3
nand2,12
nor2,6
a21o,5
o31ai,3
xnor2,3
xor2,3
o21ai,5
inv,5
or3,3
ha,16
o211ai,4
a31oi,3
nand3,4
a211o,3
==> worst max path at each step <==
stage | startpoint | endpoint | slack [ns]
4_1_cts | a[0] | result[10] | 0.87
6_report | a[0] | result[10] | 0.90
5_1_grt | a[0] | result[10] | 0.78
==> power breakdown <==
part / total, W / internal, W / switching [W] / leakage, nW
clock network: 0 / 0 / 0 / 0
logic: 0.000156 / 0.0000914 / 0.0000650 / 0.639
registers: 0 / 0 / 0 / 0
==> layout make-up <==
| class | instances | area share, % |
|---|---|---|
| Tap cell | 75 | 5.82 |
| Timing Repair Buffer | 51 | 31.5 |
| Multi-Input combinational cell | 129 | 61.5 |
| Inverter | 5 | 1.16 |
==> through the flow <==
step / cell area [sq um] / std cells
global route: 1610 / 260
floorplan: 1040 / 140
CTS: 1610 / 260
detailed placement: 1610 / 260
finish: 1610 / 260
global placement: 1610 / 260
==> worst min-delay path, cell delays in order <==
cell and delay (ns):
clkdlybuf4s50_1 0.46, ha_1 0.11, mux2_2 0.13, clkdlybuf4s50_1 0.46
==> cells by family after synthesis <==
kind of cell	after synthesis	share of synthesized area, %
AND-OR/OR-AND	59	42.3
AND/OR/NAND/NOR	40	19.6
adder cells (fa/ha/maj)	17	21.3
buffers and inverters	11	4.35
multiplexers	7	7.49
XOR/XNOR	6	5.07
Power is estimated from default activity; no workload was simulated.
