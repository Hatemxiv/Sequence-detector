==> run.sh <==
#!/bin/bash
# OpenROAD 26Q1-2900-gdf79404cd8, Yosys 0.63+post, stock flow scripts
make -C /OpenROAD-flow-scripts/flow DESIGN_CONFIG=/design/flow/config.mk WORK_HOME=/design/flow/orfs finish
==> config.mk <==
export PLATFORM = sky130hd
export DESIGN_NAME = counter
export DESIGN_NICKNAME = counter
export VERILOG_FILES = /design/flow/design.v
export SDC_FILE = /design/flow/constraint.sdc
export NUM_CORES = 4
export LEC_CHECK = 1
export CORE_AREA = 10 10 111 111
export DIE_AREA = 0 0 121 121
==> constraint.sdc <==
current_design counter

set clk_period 5.0
set clk_io_pct 0.2

create_clock -name clk0 -period $clk_period [get_ports {clk}]

set non_clock_inputs [all_inputs -no_clocks]
set_input_delay [expr $clk_period * $clk_io_pct] -clock clk0 $non_clock_inputs
set_output_delay [expr $clk_period * $clk_io_pct] -clock clk0 [all_outputs]
==> design.v <==
module counter(clear,enable,clk,rst,count);
input clear,enable,clk,rst;
integer i=0;
output [2:0]count;
always@(posedge clk or negedge clear)
begin
if (~clear)
i=0;
else if(enable&&(i<5))
i=i+1;
end
assign count =i;
endmodule
==> impl_metrics.ini <==
; yosys + openroad results
[detailed_routing]
route.final.wire_length_mm = 3.208
drt_iter0_markers = 96
drt-wirelength-per-cell_microns = 10.91
vias = 1169
detail_route.vias_per_cell = 3.976
ant_nets = 0
first_pass_iters = 4
drc_errors = 0
antennaDiodeCount = 0

[critical_path]
worst_r2r_path_depth = 5
required_ps = 5170
timing.critical_path.arrival_ps = 3370
cp-start-kind = input port
reg2reg_slack_ps = 2380
crit_fanout = 6
rr_endpoint = i[6]
r2r-start = i[12]
crit_type = input port to flop
critical_path_end_type = flop

[flow_run]
maxCapViolCount = 0
warning_count = 27

[timing]
number_of_hold_slack_violations_in_the_final_timing_report = 0
tightest_slew_ps = 1077
final_period_minus_worst_setup_slack_ps = 3201
finalSetupTns_ps = 0
timing.final.max_slew_violations = 0
layout_worst_path_cycle_share_pct = 64.01
skew_ps = 5.062
clock.fmax_mhz = 312.4
grt_setup_unrepaired = no
worst_slew_margin_rel_pct = 27.27
setup-violations-final = 0

[clock_tree]
cts_root_buf = sky130_fd_sc_hd__clkbuf_8
cts_repair_resize_count = 0
worstSkewPairLatency_ps = 280
ctsHoldBuffers = 0
cts_max_path_buffers = 2
cts_made_buffers = 5
postCtsSetupBuffers = 0
cts.reportedPaths.clkPinSlew_ps = 60
tritoncts = done
clkSinkCount = 32
htree_levels = 2

[yosys]
synth_warnings = 1
post_synth.cell_area_avg_sq_um = 10.54
synth_area_sq_um = 1623
yosys-stat-area_sq_um = 1623
synth.area.top_cells = sky130_fd_sc_hd__dfrtp_1 (49%), sky130_fd_sc_hd__xor2_1 (10%), sky130_fd_sc_hd__xnor2_1 (5.9%), sky130_fd_sc_hd__nand4_1 (5.4%), sky130_fd_sc_hd__nor3_1 (4.6%)
synth_cell_type_count = 26
numSynthFlops = 32
post_synth_inst_count = 154
synth_top_area_share_pct = 49.34
seq_area_frac_synth_pct = 49.34
synth_stat.cells = 154
synth_area_leader_cell = sky130_fd_sc_hd__dfrtp_1

[min_path]
timing.hold.worst.start = i[9]
worstHoldEndpoint = i[9]
min_delay_path_depth = 1
holdCritPathClass = flop to flop

[power]
max-vdd-ir-drop_mv = 0.1592
p_leak_nw = 0.8274
p_per_area_nw_per_um2 = 251.4
finalPower_uw = 480.2

[cells_and_area]
areaGrowthSynthToFinish_pct = 17.73
most-common-layout-cells = sky130_fd_sc_hd__dfrtp_1 (32), sky130_fd_sc_hd__xor2_1 (19), sky130_fd_sc_hd__nor3_1 (15)
num-fill-cells = 1059
largest_register_ff_count = 32
mostFrequentLayoutCell = sky130_fd_sc_hd__dfrtp_1
post_route_cells_drive_above_1_share_pct = 9.938
utilization_after_layout_pct = 19.37

[global_routing]
grt_pass1_wl_mm = 5.720
antenna_violations_before_repair = 0
gr-total-overflow = 0
gr_util_all_layers_pct = 4.601
grt_pass1_vias = 1185
largest_net_degree_at_the_start_of_global_routing = 33

[floorplan]
ioPinCount = 7
rows = 36
die.size.y_microns = 121
placeableCoreArea_sq_um = 9864
fp-utilization_pct = 16.45
chip_area_sq_um = 14640
die_width_microns = 121

[placed_design]
hpwl_mm = 2.071
gp_congestion = 0.8601
port_buffers = 5

[run_status]
status = finished clean
## power breakdown
part,internal [mW],switching (mW),total (mW)
sequential,0.259,0,0.259
clock,0.122,0.0915,0.214
combinational,0.00212,0.00521,0.00733
## worst max-delay path, cell delays in order
cell	delay, ps
sky130_fd_sc_hd__clkdlybuf4s50_1	480
sky130_fd_sc_hd__nor4b_1	260
sky130_fd_sc_hd__nand4_1	170
sky130_fd_sc_hd__o41ai_1	900
sky130_fd_sc_hd__buf_4	290
sky130_fd_sc_hd__nand3_1	100
sky130_fd_sc_hd__xnor2_1	170
## cell type report
class                      instances  area (sq um)  area share, %
sequential                        32         800.8          41.91
multi-input combinational        110         759.5          39.75
tap                              133         166.4          8.710
clock buffer                       7         96.34          5.043
timing repair buffer               8         72.57          3.798
inverter                           4         15.01         0.7859
## worst max path at each step
stage	startpoint	endpoint	slack [ps]	depth (start not counted)
CTS	enable	i[6]	1830	7
global route	enable	i[6]	1480	7
finish	enable	i[6]	1800	7
## cells in the mapped netlist
cell type,n
sky130_fd_sc_hd__dfrtp_1,32
sky130_fd_sc_hd__xor2_1,19
sky130_fd_sc_hd__nor3_1,15
sky130_fd_sc_hd__nand4_1,14
sky130_fd_sc_hd__nand2_1,13
sky130_fd_sc_hd__xnor2_1,11
sky130_fd_sc_hd__nand3_1,9
sky130_fd_sc_hd__nor2_1,5
sky130_fd_sc_hd__buf_4,4
sky130_fd_sc_hd__inv_1,4
sky130_fd_sc_hd__nor4_1,4
sky130_fd_sc_hd__nor4_2,3
sky130_fd_sc_hd__and4bb_2,2
sky130_fd_sc_hd__buf_2,2
sky130_fd_sc_hd__clkbuf_1,2
sky130_fd_sc_hd__ha_1,2
sky130_fd_sc_hd__o21ai_0,2
sky130_fd_sc_hd__o41a_1,2
sky130_fd_sc_hd__or4_1,2
sky130_fd_sc_hd__and3_1,1
sky130_fd_sc_hd__and4_1,1
sky130_fd_sc_hd__nor3b_1,1
sky130_fd_sc_hd__nor4b_1,1
sky130_fd_sc_hd__nor4b_2,1
sky130_fd_sc_hd__o41ai_1,1
sky130_fd_sc_hd__or3_1,1
## metrics by stage
step / setup WS [ps] / instances / hold WS, ps / instance area, sq um
floorplan: 2618 / 154 / 457.1 / 1623
global placement: 1541 / 287 / 474.8 / 1814
detailed placement: 1545 / 287 / 477.4 / 1814
CTS: 1832 / 294 / 488.6 / 1911
global route: 1479 / 294 / 513.2 / 1911
finish: 1799 / 294 / 485.4 / 1911
## cells by family after synthesis
| group | count (synthesis) | synth area share [%] |
|---|---|---|
| buffers and inverters | 12 | 3.855 |
| XOR/XNOR | 30 | 16.19 |
| AND-OR/OR-AND | 5 | 2.544 |
| AND/OR/NAND/NOR | 73 | 26.52 |
| flip-flops | 32 | 49.34 |
| adder cells (fa/ha/maj) | 2 | 1.542 |
## routing by layer
| metal | share of wire, % | GRT usage (%) | routed length, microns | up-vias |
|---|---|---|---|---|
| met3 | 4.3 | 1.464 | 137 | 4 |
| met4 | 1.2 | 0.9804 | 40 | 0 |
| met2 | 44 | 6.429 | 1422 | 11 |
| met5 | 0 | 0 | 0 | - |
| met1 | 50 | 6.781 | 1609 | 588 |
| li1 | - | - | - | 566 |
Power figures rest on the tool's default switching activity, not on a simulated workload.
